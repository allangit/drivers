## flow/design.v

```verilog
`timescale 1ns / 1ps
module secuenciaFSM(
    input clk_2,
    input reset,
    input dato,
    output reg detectada
    );
reg [1:0] state, nextstate;
parameter S0 = 2'b00;
parameter S1 = 2'b01;
parameter S2 = 2'b10;
parameter S3 = 2'b11;
always @(posedge clk_2, posedge reset)
     if (reset) state <= S0;
	  else state <= nextstate;
always @(state, dato)
  case (state)
  S0: if (dato) nextstate <= S1;
      else   nextstate <= S0;  
  S1: if (dato) nextstate <= S2;
      else   nextstate <= S0;
  S2: if (dato) nextstate <= S2;
      else   nextstate <= S3;	
  S3: if (dato) nextstate <= S1;
      else   nextstate <= S0;	
  default: nextstate <= S0;
  endcase
always @ (state or dato)
  case(state)
  S0: detectada <= 0; 
  S1: detectada <= 0;  
  S2: detectada <= 0;  
  S3: if (dato) detectada <= 1; 
      else   detectada <= 0; 
  default: detectada <=0;
  endcase
endmodule
```

## flow/run.sh

```bash
#!/bin/bash
# OpenROAD 26Q1-2900-gdf79404cd8, Yosys 0.63+post, stock flow scripts
make -C /OpenROAD-flow-scripts/flow DESIGN_CONFIG=/design/flow/config.mk WORK_HOME=/design/flow/orfs finish
```

## flow/config.mk

```make
export PLATFORM = sky130hd
export DESIGN_NAME = secuenciaFSM
export DESIGN_NICKNAME = secuenciaFSM
export VERILOG_FILES = /design/flow/design.v
export SDC_FILE = /design/flow/constraint.sdc
export NUM_CORES = 4
export LEC_CHECK = 1
export CORE_AREA = 10 10 70 70
export DIE_AREA = 0 0 80 80
```

## flow/constraint.sdc

```tcl
current_design secuenciaFSM

set clk_period 1.1
set clk_io_pct 0.2

create_clock -name clk0 -period $clk_period [get_ports {clk_2}]

set non_clock_inputs [all_inputs -no_clocks]
set_input_delay [expr $clk_period * $clk_io_pct] -clock clk0 $non_clock_inputs
set_output_delay [expr $clk_period * $clk_io_pct] -clock clk0 [all_outputs]
```

==> metrics.cfg <==
[cells_and_area]
drive_above_1_share=0.350
syn2layout_area_growth_pct=86.7
fin_area_um2=264
reg_top3=state: 4 flops
largest_reg_flops=4
regMostFlops=state

[critical_path]
r2r_end=state[2]
ff2ff_setup_slack_ns=0.33
cp.required_ns=0.88
crit_arrival_ns=0.84
worstSetupEndpointType=primary output
cp-start-kind=flip-flop
r2r-start=state[3]
crit_path_max_fanout=2
worstSetupStartpoint=state[3]
criticalPathCategory=flip-flop to primary output
worst_r2r_path_depth=2

[routing]
detail_route.iter0.violations=6
drc=0
drt-pass1-iter-count=4
diodes=0
vias=111
final_antenna_net_count=0
vias_per_cell=1.68
routedWlPerCell_um=4.95
routed_wl_um=327

[synth]
async_flop_share=1.00
syn_area_um2=141
ys_chip_area_um2=141
yosys_cells=11
top_cells_by_count=dfrtp_1 (3), o21a_1 (2)
synth_top_cell_by_count=dfrtp_1
synthCells=11
synth-edff-count=0
yosys_warnings=1
synth.largest_area_cell=dfrtp_1
synth_cell_types=8
ff_type=dfrtp_1
ys.flops=4
synth_top_area_share=0.531
postSynthSeqShare=0.717
syn_avg_cell_area_um2=12.9
synthTopCellsByArea=dfrtp_1 (53%), dfstp_2 (19%), o21a_1 (11%), and2_1 (4.4%), nor2b_1 (4.4%)

[place]
dp.final_hpwl_um=252
portBuffers=3
dpl_cell_area_um2=244
routabilityCongestion=0.602

[flow_run]
warnings=26
drv_cap=0

[sta]
hold_viol_final=0
slew_headroom=0.900
fin_skew_ns=0.00506
slew_violations=0
fmax_mhz=943
hold_ws_ns=0.158
finalCriticalPeriod_ns=1.06
tightest_slew_ns=0.148
setup_viol=0
fin_crit_sh=0.964
rsz0062_at_grt=yes

[die]
die_x_um=80
fp_util=0.0414
chipArea_um2=6400
num_rows=21
coreArea_um2=3420
num_io_pins=4
die_h_um=80

[power]
leakage_uw=0.000110
p_sw_frac=0.211
clkPwrFrac=0.506
powerDensity_nw_per_um2=1530
p_int_uw=318
p_switching_uw=85.0
seq_power_share=0.419
p_comb_frac=0.075
ir_drop_v=0.000222

[grt]
grt_antenna_before_repair=0
gr-usage-all-layers=0.0114
grt_max_degree=5
grt_pass1_vias=99
grt_pass1_wl_um=489
grt_overflow=0

[cts]
cts-root-buf=clkbuf_4
clk_pin_slew_ns=0.04
ctsHtreeMaxLevel=1
cts_sinks=4
cts_tree=yes
cts_buffers=3
clock_latency_ns=0.24
cts_buffer_depth=2
postCtsSetupBuffers=0

[min_path]
hold_class=primary input to asynchronous set/reset pin

[status]
status=complete, no violations

## area by class of cell
type / instances / area, µm²
repair buffers: 5 / 38.8
clock buffers: 4 / 26.3
multi-input cells: 6 / 36.3
flip-flops and latches: 4 / 101
fillers: 411 / 3150
well taps: 46 / 57.6
inverters: 1 / 3.75
## kinds of logic after synthesis
kind of cell           Yosys count  share of synthesized area
flip-flops                       4                      0.717
AND/OR/NAND/NOR                  4                      0.150
buffers and inverters            1                     0.0265
AND-OR/OR-AND                    2                      0.106
## cells in the final DEF (no fill, tap or decap)
cell type and n:
buf_4 2, nor2b_1 1, clkbuf_4 3, buf_2 1, dfrtp_1 3, nor3_1 1
and2_1 1, dlygate4sd2_1 1, nor2_1 1, clkdlybuf4s50_1 1, clkbuf_1 1, o21a_1 2
dfstp_2 1, inv_1 1
## routing by layer
layer | track usage | vias to the layer above | share of wire
met2 | 0.00883 | 7 | 0.32
li1 | - | 52 | -
met3 | 0.0216 | 2 | 0.24
met5 | 0 | - | 0
met1 | 0.0113 | 50 | 0.41
met4 | 0.00352 | 0 | 0.015
## stage by stage
step | TNS, ns | total power, µW | setup slack (ns) | util | instances
finish | 0 | 403 | 0.0396 | 0.0773 | 66
detailed placement | -0.403 | 203 | -0.403 | 0.0714 | 62
global route | -0.0148 | 443 | -0.0148 | 0.0773 | 66
CTS | 0 | 414 | 0.0251 | 0.0773 | 66
global placement | -0.401 | 202 | -0.401 | 0.0714 | 62
floorplan | 0 | 184 | 0.390 | - | 11
## power groups by stage
stage	clock (µW)	combinational (µW)	sequential [µW]
global route	239	34.9	170
finish	204	30.2	169
CTS	214	30.9	169
## worst max-delay path, cell delays in order, from the launching register on
cell and delay (ns):
dfrtp_1 0.36, and2_1 0.13, buf_2 0.11
## repair_timing
item                                    CTS  global route
endpoints found under the setup margin    1             1
gates resized                             4             0
hold buffers                              0             0
cloned                                    0             0
hold endpoints to repair                  0             0
pin swaps                                 1             0
## worst max-delay path by stage
stage / end / cells after the start
after CTS: detectada / 2
after global routing: detectada / 2
final: detectada / 2
Power is estimated from default activity; no workload was simulated.
