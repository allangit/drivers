<file path="run.sh">
#!/bin/bash
# OpenROAD 26Q1-2900-gdf79404cd8, Yosys 0.63+post, stock flow scripts
make -C /OpenROAD-flow-scripts/flow DESIGN_CONFIG=/design/flow/config.mk WORK_HOME=/design/flow/orfs finish
</file>
<file path="config.mk">
export PLATFORM = sky130hd
export DESIGN_NAME = mult_booth
export DESIGN_NICKNAME = mult_booth
export VERILOG_FILES = /design/flow/design.v
export SDC_FILE = /design/flow/constraint.sdc
export NUM_CORES = 4
export LEC_CHECK = 1
export CORE_UTILIZATION = 30
</file>
<file path="constraint.sdc">
current_design mult_booth

set clk_period 3.8
set clk_io_pct 0.2

create_clock -name clk0 -period $clk_period [get_ports {clk}]

set non_clock_inputs [all_inputs -no_clocks]
set_input_delay [expr $clk_period * $clk_io_pct] -clock clk0 $non_clock_inputs
set_output_delay [expr $clk_period * $clk_io_pct] -clock clk0 [all_outputs]
</file>
<file path="design.v">
module mult_booth(clk, reset_L, Q, M, done, start, P);
parameter   M_size  = 8,    
            Q_size  = 8,    
            P_size  = 16;
    input clk;
    input reset_L;
    input signed [(M_size-1):0] M;
    input signed [(Q_size-1):0] Q;
	 input start;  
    output done;  
    output signed [(P_size-1):0] P;
wire [ (P_size-1):0]      P;       
wire [ (M_size-1):0 ]     M;       
wire [ (Q_size-1):0 ]     Q;       
reg     signed      [ (M_size-1) : 0] M_reg;
reg     signed      [ (Q_size-1) : 0] Q_reg;
reg     signed      [ (M_size-1) : 0] A_reg;  
reg     signed      [  M_size : 0 ]   next_A;
reg     signed      [  (Q_size) : 0 ]   C_reg;  
reg     signed                        Q_1;  
reg     signed                        work;
reg     done; 
always @( posedge clk or negedge reset_L )
begin : booth_algorith
    if (!reset_L)
       begin : reset_registers
         M_reg <= 0;
         Q_reg <= 0;
         A_reg <= 0;
         C_reg <= 0;
         Q_1   <= 0;
         done <= 0;
       end  
    else if (start) 
           begin : init_registers
             M_reg <= M;
             Q_reg <= Q;
             A_reg <= 0;
             C_reg <= {1'b1, {Q_size{1'b0}}};  
             Q_1      <= 0;
             done     <= 0;
             work     <= 1'b1;
           end  
         else if (!done)
            begin : shift_regs
             if ( C_reg[0]== 0 )  
                begin : not_done
                   { A_reg, Q_reg, Q_1 } <= { next_A, Q_reg };  
                   C_reg <= { 1'b0, C_reg[ Q_size : 1 ] };  
                end
             else
               begin : p_is_done
                   done <= 1'b1;
               end  
            end  
end  
always @( * )
begin
    if ( { Q_reg[0], Q_1 } == 2'b10 )
    begin : substract_branch
         next_A <= A_reg - M_reg;
    end  
    else if ( { Q_reg[0], Q_1 } == 2'b01 )
    begin : add_branch
         next_A    <= A_reg + M_reg;
    end  
    else
    begin : only_shift
         next_A    <= A_reg;
    end  
end
assign P = { A_reg, Q_reg };  
endmodule
</file>
==> impl_metrics.tcl <==
# flow metrics
set metrics [dict create \
    avgRoutedWirePerCell_um 12.9 \
    status "complete, no violations" \
    r2r_slack_ns 1.49 \
    top_area_cell "dfrtp_1" \
    post_cts_buffers 0 \
    initCoreUtil_pct 31.1 \
    synth-main-ff-cell "dfrtp_1" \
    critical_path.cell_chain "clkdlybuf4s50_1" \
    peakVddDrop_uv 164 \
    drive_gt1_share_pct 5.10 \
    drv_slew 0 \
    async_reset_ff_share_pct 100 \
    cts_hold_buf 0 \
    hpwl_um 3470 \
    die_area_mm2 0.00790 \
    clock_latency_ns 0.29 \
    syn_area_mm2 0.00226 \
    grt_first_pass_wirelength_um 8500 \
    synth-edff-count 0 \
    stdcell_count 393 \
    final-comb-area_mm2 0.00126 \
    fin_crit_ns 2.34 \
    fillers 767 \
    dr.pass1.iters 4 \
    cts_max_level 2 \
    slew_headroom_pct 51.4 \
    ys.flops 35 \
    cp.required_ns 3.04 \
    min_path_type "flip-flop to flip-flop" \
    crit_type "flip-flop to output port" \
    arrival_ns 1.58 \
    maxCapViolations 0 \
    clock-sinks 35 \
    max_stage_delay_ns 0.72 \
    core_area_mm2 0.00729 \
    syn_avg_cell_area_um2 8.55 \
    tns_ns 0 \
    place.gp.congestion 0.858 \
    clockBufferDepth 2 \
    vias_per_cell 4.89 \
    rsz0062_at_grt "false" \
    synth_warnings 1 \
    skew_ns 0.00856 \
    grtUsageTotal_pct 14.0 \
    drt_iter0_drc 111 \
    grt_overflow_total 0 \
    seqCellArea_um2 876 \
    critical_path.top_delay_family "flip-flops" \
    cts_root_buf "clkbuf_8" \
    leakage_nw 1.18 \
    hold_viol 0 \
    crit_buf_inv 1 \
    die_x_um 88.9 \
    area_growth_pct 22.4 \
    io_buffers 35 \
    rows 31 \
    ant_nets 0 \
    synth_cells 265 \
    ys_cells 265 \
    pin_count 36 \
    cts_buffers 5 \
    largest_reg_flops 9 \
    critical_path.startpoint_type "flip-flop" \
    grt_pass1_vias 1770 \
    p_per_area_mw_per_mm2 403 \
    top_cell_area_share_pct 38.7 \
    synth.area.top_cells "dfrtp_1 39%, ha_1 8.8%, nand2_1 7.3%" \
    synth_cell_types 41 \
    cts_resized 0 \
    n_antenna_cell 0 \
    critPathMaxFanout 19 \
    tightest_slew_ns 0.728 \
    cp-end-kind "output port" \
    finalCritPeriodShare_pct 61.7 \
    route.vias.total 1921 \
    clkTransAtPathRegs_ns 0.07 \
    fp.dieH_um 88.9 \
    synth_seq_share_pct 38.7 \
    routed_wl_um 5090 \
    grt_antenna_before_repair 0 \
    cts_tree "built" \
    grt_max_degree 45 \
    tool_warnings 33 \
    cp_slowest_cell "dfrtp_1" \
    placed_cells 385 \
    finalSetupViolCount 0 \
    yosys-stat-area_mm2 0.00226 \
    drc_errors 0 \
    fmax_ghz 0.426 \
]
-- final cells by class --
type,count,share of cell area (%)
repair buffers,38,13.4
flip-flops and latches,35,31.6
clock inverters,3,0.722
clock buffers,5,2.48
multi-input cells,200,45.5
inverters,13,1.76
well taps,99,4.47
-- synth_stat cells, drive strengths merged (2+ instances only) --
cell,number
o21bai,2
a21o,3
inv,13
o21ai,27
nand2,44
ha,16
fa,2
nand2b,4
nor3,4
nor2,16
nor2b,8
o21a,3
a211oi,7
or3,3
mux2i,9
clkbuf,8
o31ai,3
o311ai,3
buf,9
a21oi,28
xnor2,3
dfrtp,35
-- cell families after synthesis --
family	after synthesis	share of synthesized area [%]
and+or+nand+nor	82	15.8
muxes	10	4.48
adders and majority gates	18	10.6
AOI/OAI and AO/OA	87	23.7
DFF	35	38.7
xor gates and xnor gates	3	1.16
buffers and inverters	30	5.58
-- where the power goes --
| group | internal (mW) | switching (mW) | leakage, nW |
|---|---|---|---|
| Clock | 0.128 | 0.147 | 0.0402 |
| Combinational | 0.194 | 0.187 | 0.687 |
| Sequential | 0.408 | 0.0523 | 0.448 |
| Total | 0.729 | 0.387 | 1.18 |
-- cell usage in the layout (no fill, tap or decap), types with 2 or more instances in the layout --
| cell type | Yosys | layout |
|---|---|---|
| clkbuf_8 | 0 | 5 |
| buf_4 | 0 | 3 |
| nand2b_1 | 4 | 4 |
| clkinvlp_4 | 0 | 2 |
| nor2_1 | 16 | 16 |
| mux2i_1 | 9 | 9 |
| fa_1 | 2 | 2 |
| a21oi_1 | 28 | 28 |
| dfrtp_1 | 35 | 35 |
| o31ai_1 | 3 | 3 |
| inv_1 | 12 | 12 |
| o21bai_1 | 2 | 2 |
| ha_1 | 16 | 16 |
| nor2b_1 | 8 | 8 |
| o21ai_0 | 27 | 27 |
| o21a_1 | 3 | 3 |
| or3_1 | 3 | 3 |
| xnor2_1 | 3 | 3 |
| nor3_1 | 4 | 4 |
| nand2_1 | 44 | 44 |
| o311ai_0 | 3 | 3 |
| clkdlybuf4s50_1 | 0 | 35 |
| a211oi_1 | 6 | 6 |
| a21o_1 | 3 | 3 |
-- path summary, 6_finish.rpt --
check                           depth (start not counted)       end     start
max in group asynchronous                               2  M_reg[7]   reset_L
worst min register to register                          1  C_reg[8]  C_reg[8]
worst min-delay path                                    1  C_reg[8]  C_reg[8]
worst max register to register                         10  A_reg[5]  A_reg[0]
worst max-delay path                                    1      P[0]  Q_reg[0]
min in group asynchronous                               2  C_reg[1]   reset_L
-- metal layers --
layer	part of all wire, %	GRT usage (%)	vias to the layer above
met4	0.86	1.17	0
met3	4.8	2.37	4
li1	-	-	974
met1	49	22.1	901
met2	45	21.5	42
met5	0	0	-
-- metrics by stage --
step                util [%]  cell area, µm²  power [mW]  setup WS (ns)  hold slack, ns
floorplan                  -            2260       0.715           1.79           0.450
global placement        36.8            2680       0.847           1.50           0.461
detailed placement      36.8            2680       0.847           1.51           0.469
CTS                     38.0            2770        1.13           1.43           0.485
global route            38.0            2770        1.20           1.30           0.516
finish                  38.0            2770        1.12           1.46           0.484
No activity file was given, so power comes from the tool's default toggle rates.
